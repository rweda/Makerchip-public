File: flow/config.mk
export PLATFORM = sky130hd
export DESIGN_NAME = top
export DESIGN_NICKNAME = top
export VERILOG_FILES = /design/flow/design.v
export SDC_FILE = /design/flow/constraint.sdc
export NUM_CORES = 4
export LEC_CHECK = 1
export CORE_AREA = 10 10 70 70
export DIE_AREA = 0 0 80 80
File: flow/design.v
module top(input wire clk, input wire reset, input wire [31:0] cyc_cnt, output wire passed, output wire failed);
   assign passed = cyc_cnt > 40;
   assign failed = 1'b0;
endmodule
File: flow/constraint.sdc
current_design top

set clk_period 2.3
set clk_io_pct 0.2

create_clock -name clk0 -period $clk_period

set non_clock_inputs [all_inputs -no_clocks]
set_input_delay [expr $clk_period * $clk_io_pct] -clock clk0 $non_clock_inputs
set_output_delay [expr $clk_period * $clk_io_pct] -clock clk0 [all_outputs]
File: flow/run.sh
#!/bin/bash
# OpenROAD 26Q1-2900-gdf79404cd8, Yosys 0.63+post, stock flow scripts
make -C /OpenROAD-flow-scripts/flow DESIGN_CONFIG=/design/flow/config.mk WORK_HOME=/design/flow/orfs finish
==> impl_metrics.yaml <==
# implementation run metrics
placement:
  io_buffer_count: 33
  pre_cts_ws_ns: -0.226
  gp_congestion: 0.747
synth:
  syn_avg_cell_area_um2: 7.89
  yosys.cell_types.count: 9
  yosys_warnings: 0
  synth_area_um2: 103
  ys_top_cells_by_count: "nor4_1 (3), nor4_2 (3)"
  area_leaders: "nor4_2 (37%), nor4_1 (18%), o311a_1 (9.8%), a211oi_1 (7.3%), buf_4 (7.3%)"
  largest_area_cell: "nor4_2"
  yosys_cells: 13
  yosys_area_um2: 103
  top_area_share_pct: 36.6
  syn-instance-count: 13
  ys_seq_share_pct: 0
detailed_routing:
  route.met3.wl_um: 366
  wl_met1_um: 459
  top_signal_layer_used: "met5"
  drtPass1Iterations: 4
  viasPerCell: 2.84
  remaining_drc_errors: 0
  wl_per_cell_um: 14.7
  postRouteWirelength_um: 1360
  drt_iter0_drc: 2
  num_vias: 261
  final_antenna_net_count: 0
  met2_length_um: 517
sta:
  report.final.hold_viol_count: 0
  fmax_ghz: 0.461
  finalSetupViolCount: 0
  rsz0062_at_grt: "false"
  drv_slew: 0
  whs_ns: 1.31
  fin_crit_sh_pct: 94.2
  layout_setup_ws_ns: 0.132
  min_period_ns: 2.17
grt:
  grt_max_degree: 3
  antenna_found_initial: 2
  grt_pass1_vias: 273
  grt_overflow: 0
  grt_pass1_wl_um: 1810
  track_usage_pct: 3.88
worst_setup_path:
  path_max_fanout: 1
  crit_required_ns: 1.84
  critical_path_class: "in2out"
  start_kind: "input port"
  cp.arrival_ns: 1.71
  end_kind: "primary output"
die:
  die_x_um: 80
  ios: 36
  dieArea_um2: 6400
  core-area_um2: 3420
  fp.dieH_um: 80
  rows: 21
  initial_core_util_pct: 3.00
run:
  openroad.warnings: 34
  drv_cap: 0
min_path:
  min_path_type: "in2out"
final_layout:
  drive_above_1_share_pct: 15.6
  mi_logic_area_um2: 113
  nClkBuffers: 0
  n_fill_cell: 392
  register_area_um2: 0
  fin_util_pct: 15.0
  flops: 0
  area_growth_pct: 400
power:
  cellPowerDensity_nw_per_um2: 123
  peakVddDrop_mv: 0.0149
  p_leak_uw: 0.000210
clock_tree:
  post-cts-setup-buffers: 0
status:
  outcome: "finished clean"
path summary, 6_finish.rpt:
| kind | startpoint | depth (start not counted) | slack (ns) | end |
|---|---|---|---|---|
| worst min-delay path | cyc_cnt[14] | 5 | 1.31 | passed |
| worst max-delay path | cyc_cnt[24] | 5 | 0.13 | passed |
cells by family after synthesis:
family                 count (synthesis)  share of synthesized area [%]
AND-OR/OR-AND                          2                           17.1
buffers and inverters                  1                           7.32
other                                  1                           3.66
AND/OR/NAND/NOR                        9                           72.0
where the power goes:
part	switching (uW)	internal, uW	total, uW	leakage (uW)
clock network	0	0.0000581	0.0000582	0.00000000634
registers	0	0	0	0
logic	14.8	48.0	62.8	0.000210
per-layer routing:
| metal | GRT usage, % | vias up |
|---|---|---|
| li1 | - | 123 |
| met1 | 3.89 | 113 |
| met2 | 5.30 | 21 |
| met3 | 4.89 | 2 |
| met4 | 0 | 2 |
| met5 | 0 | - |
metrics by stage:
step                instance area (um2)  cells  TNS [ns]  total power (uW)
floorplan                           103     13         0              5.21
global placement                    483     91    -0.194              63.1
detailed placement                  483     91    -0.226              63.6
CTS                                 485     91         0              63.8
global route                        510     91         0              66.9
finish                              513     92         0              62.8
worst max-delay path, cell delays in order:
cell	delay, ns
clkdlybuf4s50_1	0.41
nor4_2	0.26
nand4_1	0.11
or3_1	0.36
clkbuf_2	0.11
final cells by class:
type	count	area share (%)
repair buffers	33	66.3
multi-input cells	12	22.0
well taps	46	11.2
diodes	1	0.488
layout by cell type (no fill, tap or decap):
cell type / n
conb_1: 1
o311a_1: 1
diode_2: 1
clkdlybuf4s50_1: 23
nand4_1: 1
dlygate4sd2_1: 2
nand3_1: 1
a211oi_2: 1
nor4_1: 1
or3_1: 1
nor4_2: 5
dlymetal6s2s_1: 7
clkbuf_2: 1
timing repair:
item / 4_1_cts / 5_1_grt
setup endpoints to repair: 1 / 1
pin swaps: 7 / 9
endpoints found under the hold margin: 0 / 0
resized: 4 / 11
hold buffers: 0 / 0
cloned: 0 / 0
No activity file was given, so power comes from the tool's default toggle rates.
