## flow/run.sh

```bash
#!/bin/bash
# OpenROAD 26Q1-2900-gdf79404cd8, Yosys 0.63+post, stock flow scripts
make -C /OpenROAD-flow-scripts/flow DESIGN_CONFIG=/design/flow/config.mk WORK_HOME=/design/flow/orfs finish
```

## flow/config.mk

```make
export PLATFORM = sky130hd
export DESIGN_NAME = pseudo_rand
export DESIGN_NICKNAME = pseudo_rand
export VERILOG_FILES = /design/flow/design.v
export SDC_FILE = /design/flow/constraint.sdc
export NUM_CORES = 4
export LEC_CHECK = 1
export CORE_UTILIZATION = 50
```

## flow/constraint.sdc

```tcl
current_design pseudo_rand

set clk_period 1.0
set clk_io_pct 0.2

create_clock -name clk0 -period $clk_period [get_ports {clk}]

set non_clock_inputs [all_inputs -no_clocks]
set_input_delay [expr $clk_period * $clk_io_pct] -clock clk0 $non_clock_inputs
set_output_delay [expr $clk_period * $clk_io_pct] -clock clk0 [all_outputs]
```

## flow/design.v

```verilog
`line 2 "pseudo_rand.tlv" 0
module pseudo_rand
  #(parameter WIDTH=257)   
  (input  logic clk,
   input  logic reset,
   output logic [WIDTH-1:0] rand_vect
  );
localparam LFSR_WIDTH =
  (WIDTH <= 64)   ? 64   :
  (WIDTH <= 128)  ? 128  :
  (WIDTH <= 257)  ? 257  : 0;    
localparam [LFSR_WIDTH-1:0] LFSR_POLY = {{(LFSR_WIDTH-8){1'b0}},
  (LFSR_WIDTH == 64)   ? 8'b00011011 :
  (LFSR_WIDTH == 128)  ? 8'b10000111 :
  (LFSR_WIDTH == 257)  ? 8'b11000101 : 8'b0};
bit [256:0] SEED = 257'h0_7163e168_713d5431_6684e132_5cd84848_f3048b46_76874654_0c45f864_04e4684a;
logic [LFSR_WIDTH-1:0] DEFAULT_lfsr_a0,
                       DEFAULT_lfsr_a1;
logic DEFAULT_reset_a0;
      always_ff @(posedge clk) DEFAULT_lfsr_a1[LFSR_WIDTH-1:0] <= DEFAULT_lfsr_a0[LFSR_WIDTH-1:0];
   if (1) begin : DEBUG_SIGS
      if (1) begin : \|default 
         logic [LFSR_WIDTH-1:0] \@0$lfsr ;
         assign \@0$lfsr = DEFAULT_lfsr_a0;
         logic  \@0$reset ;
         assign \@0$reset = DEFAULT_reset_a0;
      end
   end
         assign DEFAULT_reset_a0 = reset;
         assign DEFAULT_lfsr_a0[LFSR_WIDTH-1:0] = DEFAULT_reset_a0 ? SEED : {DEFAULT_lfsr_a1[LFSR_WIDTH-2:0], 1'b0} ^ ({LFSR_WIDTH{DEFAULT_lfsr_a1[LFSR_WIDTH-1]}} & LFSR_POLY);
         assign rand_vect = DEFAULT_lfsr_a1[WIDTH-1:0];
endmodule
```

==> impl_metrics.py <==
# Generated from Yosys and OpenROAD reports
metrics = {
    "cells_and_area": {
        "regMostFlops": "DEFAULT_lfsr_a1",
        "design_area_um2": 9827,
        "largest_reg_flops": 257,
        "drive_above_1_share": 0.7176,
        "fin_util": 0.7333,
        "top_regs": "DEFAULT_lfsr_a1: 257 flops",
        "syn2layout_area_growth_pct": 41.67,
    },
    "critical_path": {
        "critPathKind": "reg2out",
        "worst-path-max-fanout": 2,
        "timing.critical_path.buf_inv": 1,
        "worstPathRequired_ns": 0.80,
        "crit_path_start": "DEFAULT_lfsr_a1[180]$_SDFF_PP0_",
        "cpPeakStageDelay_ns": 0.35,
        "cp_cell_sequence": "buf_2",
        "crit_slowest_cell": "dfxtp_2",
        "crit_family": "flip-flops",
        "worst_setup_path_start_kind": "flip-flop",
        "r2r_start": "DEFAULT_lfsr_a1[256]$_SDFF_PP0_",
        "cp_num_cells": 1,
        "crit_end": "rand_vect[180]",
        "worstReg2RegEnd": "DEFAULT_lfsr_a1[6]$_SDFF_PP1_",
        "worstSetupEndpointType": "output port",
        "reg2regPathDepth": 3,
        "regToRegSetupSlack_ns": 0.17,
        "worstPathArrival_ns": 0.93,
    },
    "clock_network": {
        "cts_root_buffer": "clkbuf_16",
        "cts_buffers": 24,
        "cts_sinks": 257,
        "worstSkewPairLatency_ns": 0.49,
        "htree_levels": 1,
        "cts_tree": "yes",
        "clockBufferDepth": 3,
        "path_clk_slew_ns": 0.06,
    },
    "outcome": {
        "status": "finished, violations left",
        "violations": "setup timing",
    },
    "global_routing": {
        "track_usage": 0.2260,
        "antenna_found_initial": 0,
        "grt_max_degree": 74,
        "grt_overflow": 0,
        "grt_pass1_wl_mm": 24.04,
        "grt_pass1_vias": 4411,
    },
    "job": {
        "cap_violations": 0,
        "openroad.warnings": 28,
    },
    "synthesis": {
        "ys_seq_elements": 257,
        "synthCells": 545,
        "ys_seq_share": 0.7417,
        "ys_warn_count": 1,
        "ys_cells": 545,
        "ys_area_um2": 6937,
        "synth_cell_types": 10,
        "syn_avg_cell_area_um2": 12.73,
        "netlist_area_um2": 6937,
    },
    "routing": {
        "vias_per_cell": 4.386,
        "vias": 4531,
        "ant_nets": 0,
        "diodes": 0,
        "dr.first_iter.drc_count": 164,
        "wire_per_inst_um": 15.04,
        "dr.pass1.iters": 4,
        "drc": 0,
        "wl_mm": 15.53,
    },
    "final_timing": {
        "finalHoldViolCount": 0,
        "max_slew_margin": 0.8177,
        "setup_slack_ns": -0.1314,
        "final-max-slew-violation-count": 0,
        "tightest_slew_ns": 0.2735,
        "period_needed_ns": 1.131,
        "rsz0062_at_grt": "true",
        "fin_skew_ns": 0.006824,
        "fmax_mhz": 883.9,
        "holdWs_ns": 0.1528,
        "finalCritPeriodShare": 1.131,
        "setup_viol": 257,
    },
    "floorplanning": {
        "num_rows": 42,
        "dieArea_um2": 14350,
        "die_w_um": 119.8,
        "dieHeight_um": 119.8,
        "core_area_um2": 13400,
        "boundaryPins": 259,
        "fp_util": 0.5176,
    },
    "pwr": {
        "leakage_nw": 4.446,
        "power_density_nw_per_um2": 2105,
        "vdd.ir_drop.worst_mv": 1.442,
    },
    "hold_path": {
        "min_path_type": "in2reg",
    },
    "placement": {
        "dp_hpwl_mm": 9.873,
        "placement.io_buffers": 258,
        "place.gp.congestion": 0.8225,
        "dpl_cell_area_um2": 9746,
    },
}
worst min-delay path by stage:
stage     start                               to  slack (ns)  cells after the start
6_report  reset  DEFAULT_lfsr_a1[250]$_SDFF_PP0_        0.15                      3
5_1_grt   reset  DEFAULT_lfsr_a1[201]$_SDFF_PP0_        0.16                      3
4_1_cts   reset  DEFAULT_lfsr_a1[203]$_SDFF_PP0_        0.15                      3
report_power, final:
part | switching, mW | internal (mW) | total, mW | leakage (nW)
sequential | 0.256 | 10.9 | 11.2 | 2.16
combinational | 0.423 | 0.796 | 1.22 | 1.93
clock | 3.46 | 4.83 | 8.29 | 0.360
routing by layer:
layer | up-vias | GRT usage | share of wire
met5 | - | 0 | 0
met1 | 2109 | 0.3540 | 0.45
met3 | 20 | 0.07136 | 0.085
met2 | 161 | 0.3356 | 0.45
li1 | 2241 | - | -
met4 | 0 | 0.03281 | 0.013
through the flow:
step / power, mW / setup WS (ns) / setup TNS, ns / cells
after global placement: 12.88 / -0.05013 / -0.4743 / 965
after floorplan: 11.59 / 0.1709 / 0 / 545
final: 20.69 / -0.1314 / -28.61 / 1033
after detailed placement: 12.89 / -0.03565 / -0.3139 / 965
after CTS: 20.84 / -0.1502 / -33.24 / 1018
after global routing: 21.58 / -0.1695 / -37.66 / 1033
kinds of logic (layout without fill, tap and decap cells):
kind of cell | Yosys count | count (layout) | share of synthesized area
DFF | 257 | 257 | 0.7417
xor gates and xnor gates | 3 | 3 | 0.003789
and+or+nand+nor | 257 | 257 | 0.2311
buffers and inverters | 28 | 340 | 0.02345
placed cells by master, fill, tap and decap left out:
cell             n
nand2b_1         1
nor2b_1        147
dfxtp_2        257
or2_1           81
clkbuf_16       25
clkinv_2         4
buf_12           5
dlygate4sd3_1    2
nor2_1           2
buf_2          241
clkbuf_1         6
xnor2_1          3
clkbuf_8         4
buf_6           17
buf_4           36
or2_2           26
cells in the mapped netlist, drive strengths merged:
master	n	share of area
buf	26	0.022
clkbuf	2	0.0011
dfxtp	257	0.74
nand2b	1	0.00090
nor2	2	0.0011
nor2b	147	0.13
or2	107	0.097
xnor2	3	0.0038
final cells by class:
type / instances / area (um2)
Clock inverter: 4 / 20.02
Tap cell: 176 / 220.2
Sequential cell: 257 / 5466
Multi-Input combinational cell: 260 / 1629
Fill cell: 901 / 3573
Clock buffer: 35 / 703.2
Timing Repair Buffer: 301 / 1788
repair_timing:
item,4_1_cts,5_1_grt
resized,1073,8
hold buffers,2,0
buffers inserted,12,15
hold endpoints to repair,5,0
endpoints found under the setup margin,257,257
Power and IR drop assume default switching activity.
